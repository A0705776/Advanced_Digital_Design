==> flow/config.mk <==
export PLATFORM = sky130hd
export DESIGN_NAME = SevenSegDisplay
export DESIGN_NICKNAME = SevenSegDisplay
export VERILOG_FILES = /design/flow/design.v
export SDC_FILE = /design/flow/constraint.sdc
export NUM_CORES = 4
export LEC_CHECK = 1
export CORE_AREA = 10 10 70 70
export DIE_AREA = 0 0 80 80
==> flow/constraint.sdc <==
current_design SevenSegDisplay

set clk_period 1.2
set clk_io_pct 0.2

create_clock -name clk0 -period $clk_period

set non_clock_inputs [all_inputs -no_clocks]
set_input_delay [expr $clk_period * $clk_io_pct] -clock clk0 $non_clock_inputs
set_output_delay [expr $clk_period * $clk_io_pct] -clock clk0 [all_outputs]
==> flow/design.v <==
module SevenSegDisplay(in_4_bit,out_7_bit);
	input[3:0] in_4_bit;
	output[6:0] out_7_bit;
	reg[6:0] out_7_bit;
	always@(in_4_bit) begin
		case(in_4_bit)
			4'b0000: begin out_7_bit = 7'b1000000; end  
			4'b0001: begin out_7_bit = 7'b1111001; end  
			4'b0010: begin out_7_bit = 7'b0100100; end  
			4'b0011: begin out_7_bit = 7'b0110000; end  
			4'b0100: begin out_7_bit = 7'b0011001; end  
			4'b0101: begin out_7_bit = 7'b0010010; end  
			4'b0110: begin out_7_bit = 7'b0000010; end  
			4'b0111: begin out_7_bit = 7'b1111000; end  
			4'b1000: begin out_7_bit = 7'b0000000; end  
			4'b1001: begin out_7_bit = 7'b0010000; end  
			4'b1010: begin out_7_bit = 7'b0001000; end  
			4'b1011: begin out_7_bit = 7'b0000011; end  
			4'b1100: begin out_7_bit = 7'b1000110; end  
			4'b1101: begin out_7_bit = 7'b0100001; end  
			4'b1110: begin out_7_bit = 7'b0000110; end  
			4'b1111: begin out_7_bit = 7'b0001110; end  
			default: begin out_7_bit = 7'b1111111; end
		endcase
	end
endmodule
==> flow/run.sh <==
#!/bin/bash
# OpenROAD 26Q1-2900-gdf79404cd8, Yosys 0.63+post, stock flow scripts
make -C /OpenROAD-flow-scripts/flow DESIGN_CONFIG=/design/flow/config.mk WORK_HOME=/design/flow/orfs finish
==> reports/metrics.yaml <==
result_of_the_run: "finished with violations"
violations: "negative setup slack"
yosysChipArea_um2: 275
cts-hold-fix-buffers: 0
floorplan.io_pins: 11
critical_path.slowest_cell: "or3b_1"
relSlewSlack_pct: 89.5
synth.cell_area_um2: 275
routed_wl_um: 967
fin_tns_setup_ns: -1.27
final-seq-area_um2: 0
synthCells: 32
synthTopCellsByArea: "ha_1 (32%), mux2i_1 (15%), mux4_1 (9.5%)"
dpl.hpwl_um: 711
post-place-cells: 96
final_cell_count_no_fill: 102
drt-wirelength-per-cell_um: 9.48
worst_setup_path_start_kind: "input pin"
route.detailed.vias_per_inst: 3.14
detailedRoute.firstPassIterationCount: 3
maxClockFrequency_ghz: 0.667
pre_cts_setup_slack_ns: -1.24
final_critical_path_setup_slack_ns: -0.299
route.vias.total: 320
worst_hold_endpoint: "out_7_bit[3]"
numSequentialCells: 0
holdPathStages: 3
power.ir.vdd_worst_mv: 0.0964
grt_start_max_net_pins: 8
timing.critical_path.arrival_ns: 1.26
port_buffers: 11
final_min_period_over_clock_period_pct: 125
detailroute.wirelength.met3_um: 16
num-clock-buffers: 0
crit_path_largest_cell_delay_ns: 0.34
detail-route-antenna-nets: 0
globalRouteTotalUtil_pct: 3.31
report.final.hold_viol_count: 0
synth.lib_cells_used.distinct: 15
antenna_cells: 0
synth.yosys.seq_area_share_pct: 0
wl_met2_um: 564
core_region_area_mm2: 0.00342
crit_chain: "buf_12 > inv_12 > ha_4 > and2b_2 > or3b_1 > o21ai_1 > buf_2"
die_height_um: 80
first_global_vias: 377
place.gp.congestion: 0.848
first_iter_violations: 2
synth.top_cell.area_share_pct: 31.8
top_layer_used: "met4"
post-route-min-period_ns: 1.50
area_delta_synth_final_pct: 136
setup_viol: 7
grt_remaining_overflow: 0
yosysTopAreaCell: "ha_1"
hold_path.class: "in -> out"
fin_total_pwr_uw: 203
required_ns: 0.96
layout_top_cell: "buf_2"
dieWidth_um: 80
synth.avg_cell_area_um2: 8.60
chipArea_mm2: 0.00640
cap_violations: 0
unrepaired_setup_endpoints_after_global_routing: "true"
critPathBufInv: 3
endpoint_kind: "output port"
path_max_fanout: 5
grt_first_pass_wirelength_um: 1770
grt_antenna_before_repair: 0
critical_path.top_delay_family: "simple AND/OR/NAND/NOR gates"
fp-utilization_pct: 8.06
remaining_drc_errors: 0
wl_met1_um: 366
power_density_mw_per_mm2: 313
tool_warnings: 41
layout_cells_sized_above_1_pct: 76.8
ys_cells: 32
layout_top_cells: "buf_2 (9), buf_4 (8), ha_4 (6), buf_6 (6)"
power_leakage_nw: 0.285
report.final.slew_viol_count: 0
setup.worst_path.class: "in -> out"
tightestPinTransition_ns: 0.152
placement_rows: 21
synth_warnings: 1
hold_startpoint: "in_4_bit[3]"
## tightest hold or removal path, delay by kind of cell
kind	cells	cell delay [ns]
buffers and inverters	2	0.22
muxes	1	0.22
## Yosys cell counts
| library cell | count |
|---|---|
| ha_1 | 7 |
| nor2_1 | 5 |
| mux2i_1 | 4 |
| inv_1 | 3 |
| a22o_1 | 2 |
| o21ai_0 | 2 |
| a21oi_1 | 1 |
| a32o_1 | 1 |
| and2b_2 | 1 |
| buf_2 | 1 |
| buf_6 | 1 |
| mux2_2 | 1 |
| mux4_1 | 1 |
| nand2_1 | 1 |
| or3b_1 | 1 |
## area by class of cell
type,instances,area (µm²)
Fill cell,382,2770
Multi-Input combinational cell,27,339
Timing Repair Buffer,26,221
Tap cell,46,57.6
Inverter,3,31.3
## worst max-delay path by stage
stage      startpoint      endpoint  slack, ns  cells after the start
6_report  in_4_bit[1]  out_7_bit[0]      -0.30                      7
5_1_grt   in_4_bit[1]  out_7_bit[0]      -0.38                      7
4_1_cts   in_4_bit[1]  out_7_bit[0]      -0.31                      7
## metrics by stage
step / hold WS, ns / instance area [µm²] / utilization, %
3_5_place_dp: 1.50 / 537 / 15.7
3_3_place_gp: 1.48 / 537 / 15.7
2_1_floorplan: 0.580 / 318 / -
5_1_grt: 0.971 / 649 / 19.0
6_report: 0.922 / 649 / 19.0
4_1_cts: 0.935 / 639 / 18.7
## per-layer routing
layer / vias up / track usage, %
met5: - / 0
met4: 0 / 0.528
met3: 2 / 0.341
met2: 4 / 6.90
met1: 154 / 3.37
li1: 160 / -
## timing repair
item	4_1_cts	5_1_grt
hold endpoints to repair	0	0
setup buffers	5	0
pin swaps	9	5
endpoints found under the setup margin	7	7
resized	65	3
gates cloned	1	0
## cells by family (layout without fill, tap and decap cells)
group                    after synthesis  in the layout  synth area share (%)
buffers and inverters                  5             29                  10.0
AND/OR/NAND/NOR                        8              8                  14.5
AND-OR/OR-AND                          6              6                  15.5
multiplexers                           6              6                  28.2
adder cells (fa/ha/maj)                7              7                  31.8
## power by group
| part | internal [mW] | switching (mW) | total, mW |
|---|---|---|---|
| registers | 0 | 0 | 0 |
| clock network | 0 | 0 | 0 |
| logic | 0.121 | 0.0819 | 0.203 |
No activity file was given, so power comes from the tool's default toggle rates.
