File: flow/run.sh
#!/bin/bash
# OpenROAD 26Q1-2900-gdf79404cd8, Yosys 0.63+post, stock flow scripts
make -C /OpenROAD-flow-scripts/flow DESIGN_CONFIG=/design/flow/config.mk WORK_HOME=/design/flow/orfs finish
File: flow/config.mk
export PLATFORM = sky130hd
export DESIGN_NAME = FourBitReg
export DESIGN_NICKNAME = FourBitReg
export VERILOG_FILES = /design/flow/design.v
export SDC_FILE = /design/flow/constraint.sdc
export NUM_CORES = 4
export LEC_CHECK = 1
export CORE_AREA = 10 10 70 70
export DIE_AREA = 0 0 80 80
File: flow/constraint.sdc
current_design FourBitReg

set clk_period 1.0
set clk_io_pct 0.2

create_clock -name clk0 -period $clk_period [get_ports {clk}]

set non_clock_inputs [all_inputs -no_clocks]
set_input_delay [expr $clk_period * $clk_io_pct] -clock clk0 $non_clock_inputs
set_output_delay [expr $clk_period * $clk_io_pct] -clock clk0 [all_outputs]
File: flow/design.v
module FourBitReg(clk,enable,enter,rts,in_4_Bit, out_4_Bit);
	parameter high = 1'b1,
		  low  = 1'b0,
		  zeros = 4'b0000;
	input enable,rts,enter,clk;
	input[3:0] in_4_Bit;
	output reg[3:0] out_4_Bit = zeros;
	always@(negedge clk) begin
		if(enable == high & rts == low) begin
			out_4_Bit = zeros;
		end
		else if(enable == high & enter == high) begin
			out_4_Bit = in_4_Bit;
		end
		else ;
	end
endmodule
==> impl_metrics.ini <==
; synthesis and place-and-route metrics
[outcome]
status = finished, violations left
failed_checks = setup timing

[setup_path]
worst_setup_path_startpoint = out_4_Bit[3]
worstRegToRegCells = 3
cp_slowest_stage_delay_ps = 310
regToRegStartpoint = out_4_Bit[2]
reg2reg_slack_ps = 140
cp_cell_instances = buf_2
worstSetupEndpointType = output pin
crit_arrival_ps = 1220
worst-endpoint-required_ps = 800
cell_with_the_largest_stage_delay_on_the_worst_path = sky130_fd_sc_hd__dfxtp_2
critPathBufInv = 1
critical_path_cell_count = 1
setup_crit_start_kind = flip-flop
path_delay_family = flip-flops
path_class = flip-flop to output pin
crit_fanout = 2

[cells_and_area]
flip_flop_count_of_the_largest_register_after_layout = 4
flow.area_growth_from_synthesis_pct = 164
design_area_um2 = 413
fillCellCount = 409
final_layout_size_suffix_gt1_share_pct = 62.5

[logic_synthesis]
synth.avg_cell_area_um2 = 10.4
synthesis.yosys.warnings = 1
yosys.stat.chipArea_um2 = 156
synth.top_cells.by_area = sky130_fd_sc_hd__dfxtp_1 (51%), sky130_fd_sc_hd__a22o_1 (17%), sky130_fd_sc_hd__and3_4 (7.2%), sky130_fd_sc_hd__inv_1 (7.2%), sky130_fd_sc_hd__o21ai_2 (5.6%)
synth_top_cell_by_area = sky130_fd_sc_hd__dfxtp_1
synth_largest_type_area_fraction_pct = 51.2
netlist_instances = 15
synth_area_um2 = 156
synth-async-reset-ratio_pct = 0
yosysUniqueCellTypes = 8
synth-edff-count = 0
ys_seq_share_pct = 51.2
yosys_most_used_dff = sky130_fd_sc_hd__dfxtp_1
synth-seq-cells = 4
ys_top_cells_by_count = sky130_fd_sc_hd__dfxtp_1 (4), sky130_fd_sc_hd__a22o_1 (3), sky130_fd_sc_hd__inv_1 (3)
synth-cells-yosys = 15
yosys.cell_count.top_type = sky130_fd_sc_hd__dfxtp_1

[min_path]
min_path_type = flip-flop to flip-flop
whs_path_depth = 2
hold_path_startpoint = out_4_Bit[0]

[route]
routedLengthMet1_um = 486
route.vias.total = 202
met3_wirelength_um = 72
drt_wl_total_um = 722
avgRoutedWirePerCell_um = 8.40
route.top_layer_used = met4
initialDrtViolationCount = 6
antenna_left = 0
drt-pass1-iter-count = 4
vias_per_cell = 2.35
detail_route.drc_violations = 0
met2_wirelength_from_detailed_routing_um = 157
n_antenna_cell = 0

[power]
p_switching_uw = 156
vdd_drop_max_v = 0.000744
power_frac_clock_pct = 48.6
internal_power_uw = 408
static_leak_nw = 0.201
power_density_nw_per_um2 = 1360
switching_share_pct = 27.6
comb_power_share_pct = 18.2
pwr-share-seq_pct = 33.1

[floorplan]
top_level_ports = 12
floorplan.core_area_um2 = 3420
dieHeight_um = 80
die_width_um = 80
dieArea_um2 = 6400
fp-utilization_pct = 4.58
num_rows = 21

[clock_tree]
cts-htree-levels = 1
tritoncts = done
clock_insertion_delay_worst_skew_ps = 300
cts_root_buffer = sky130_fd_sc_hd__clkbuf_4
tritoncts_buffer_count = 3
cts.path.max_buffers = 2
cts.sinks = 4
cts_hold_buffers = 0
cts.clk_slew.worst_paths_ps = 40

[run]
openroad.warnings = 32
maxCapViolCount = 0

[sta]
tightest_slew_ps = 159
finClkSkew_ps = 0
setup_repair_after_global_routing_missed_its_margin = true
finalWorstSetupSlack_ps = -422
finalHoldViolCount = 0
relSlewSlack_pct = 89.4
finalMaxSlewViolations = 0
setup_viol = 4
post_route_setup_tns_ps = -1660
finalHoldWorstSlack_ps = 478

[global_route]
grt_start_max_net_pins = 5
grt_pass1_vias = 245
first_pass_grt_wire_length_mm = 1.16
overflow_after_grt = 0
grt_antenna_before_repair = 0
globalRouteTotalUtil_pct = 2.50

[place]
globalplace.congestion = 0.690
buffer_ports.inserted = 11
dp_worst_setup_slack_ps = -692
placement.cell_area_um2 = 367
place.detailed.hpwl_um = 539
metrics by stage:
step	std cells	total power, mW	util [%]
after global placement	77	0.320	10.7
after detailed placement	77	0.322	10.7
after CTS	86	0.569	11.9
after global routing	86	0.617	12.1
after floorplan	15	0.234	-
final	86	0.563	12.1
layout make-up:
class	instances	area [um^2]	area share [%]
repair buffers	19	155	37.6
flip-flops and latches	4	85.1	20.6
multi-input cells	8	70.1	17.0
well taps	46	57.6	13.9
clock buffers	3	22.5	5.45
clock inverters	4	15.0	3.64
inverters	2	7.51	1.82
power by group through the flow:
stage         clock, mW  combinational, mW  sequential, mW
finish            0.274              0.103           0.187
global route      0.316              0.113           0.188
CTS               0.282              0.101           0.186
repair_timing:
item	4_1_cts	5_1_grt
setup endpoints to repair	8	5
cloned	0	0
setup buffers	3	0
pin swaps	4	2
resized	36	1
cell families after synthesis:
group	Yosys count	synth area share, %
AOI/OAI and AO/OA	6	31.2
buffers and inverters	3	7.20
DFF	4	51.2
and+or+nand+nor	2	10.4
path summary, 6_finish.rpt:
check / to
worst max-delay path: out_4_Bit[3]
worst min-delay path: out_4_Bit[0]
worst max register to register: out_4_Bit[2]
worst min register to register: out_4_Bit[0]
per-layer routing:
metal	track usage (%)	vias to the layer above
met5	0	-
met4	0.704	0
met3	2.39	2
met2	1.85	15
li1	-	104
met1	3.98	81
cell usage in the layout, fill, tap and decap left out:
cell type and count:
sky130_fd_sc_hd__a22o_1 3, sky130_fd_sc_hd__and3_4 1, sky130_fd_sc_hd__buf_2 3, sky130_fd_sc_hd__buf_4 8, sky130_fd_sc_hd__buf_6 4, sky130_fd_sc_hd__clkbuf_4 3, sky130_fd_sc_hd__dfxtp_2 4, sky130_fd_sc_hd__dlygate4sd2_1 4
sky130_fd_sc_hd__inv_1 6, sky130_fd_sc_hd__nand3_2 1, sky130_fd_sc_hd__o21ai_1 1, sky130_fd_sc_hd__o21ai_2 1, sky130_fd_sc_hd__o2bb2ai_1 1
No activity file was given, so power comes from the tool's default toggle rates.
