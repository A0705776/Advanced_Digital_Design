`design/flow/design.v`:
```
module Authentication(clk,rts,password,enter,adderEnable,adderDisable);
	parameter high 			= 1'b1,
		  low  			= 1'b0,
       		  HardCodePassword 	= 6'b010011,
		  zeros 		= 6'b000000;
	parameter st1 	= 3'b000,
		  st2 	= 3'b001,
		  st3 	= 3'b010,
		  st4 	= 3'b011,
		  st5 	= 3'b100,
		  st6 	= 3'b101,
		  stEnd = 3'b111;	
	input clk, rts, password, enter;
	output reg adderEnable = low, adderDisable = high;
	reg[5:0] TempPassword = zeros;
	reg[2:0] state = st1;
	always@(negedge clk) begin
		if(rts == low) begin
			if(state != stEnd) begin 
				state = st1; 
			end
			else ;
		end
		else if(enter == high) begin
			case(state)
				st1: begin 
					TempPassword = zeros; 
					adderEnable = low; 
					adderDisable = high;
					TempPassword[0] = password; state = st2; 
				end
				st2: begin TempPassword[1] = password; state = st3; end
				st3: begin TempPassword[2] = password; state = st4; end
				st4: begin TempPassword[3] = password; state = st5; end
				st5: begin TempPassword[4] = password; state = st6; end
				st6: begin 
					TempPassword[5] = password; 
					if(TempPassword == HardCodePassword) begin 
						adderEnable = high; 
						adderDisable = low;
						state = stEnd;
					end
					else begin state = st1; end
				end			
				stEnd: begin state = stEnd; end
				default: begin 
					state = st1; 
				end
			endcase
		end
		else ;
	end
endmodule
```
`design/flow/run.sh`:
```
#!/bin/bash
# OpenROAD 26Q1-2900-gdf79404cd8, Yosys 0.63+post, stock flow scripts
make -C /OpenROAD-flow-scripts/flow DESIGN_CONFIG=/design/flow/config.mk WORK_HOME=/design/flow/orfs finish
```
`design/flow/config.mk`:
```
export PLATFORM = sky130hd
export DESIGN_NAME = Authentication
export DESIGN_NICKNAME = Authentication
export VERILOG_FILES = /design/flow/design.v
export SDC_FILE = /design/flow/constraint.sdc
export NUM_CORES = 4
export LEC_CHECK = 1
export CORE_AREA = 10 10 82 82
export DIE_AREA = 0 0 92 92
```
`design/flow/constraint.sdc`:
```
current_design Authentication

set clk_period 2.2
set clk_io_pct 0.2

create_clock -name clk0 -period $clk_period [get_ports {clk}]

set non_clock_inputs [all_inputs -no_clocks]
set_input_delay [expr $clk_period * $clk_io_pct] -clock clk0 $non_clock_inputs
set_output_delay [expr $clk_period * $clk_io_pct] -clock clk0 [all_outputs]
```
==> run notes <==
Synthesis and place-and-route results.

- Looking at area per cell type in the netlist, the leader is sky130_fd_sc_hd__edfxtp_1.
- Per the CTS log, the root buffer master is sky130_fd_sc_hd__clkbuf_8.
- The die is 92 microns tall.
- The maximum level of the CTS H-tree is 1.
- The min-delay analysis places its worst path in the category register to register.
- In this run the power density over the cells is 776 mW/mm^2.
- Walking the worst path, the cells encountered are buf_2.
- The critical path data required time is 1.76 ns.
- The number of antenna violations at the first check in global routing is 0.
- The number of global-route vias before repair is 420.
- The average footprint of a synthesized cell is 12.0 sq um.
- Total global-route track usage over all layers is 2.50%.
- The worst clock skew is 0.00703 ns.
- Using the TritonRoute via totals, the vias-per-cell ratio works out to 3.26.
- The stage logs contain a warning count of 38.
- The main area contributors are sky130_fd_sc_hd__edfxtp_1 (53%), sky130_fd_sc_hd__and4_1 (4.7%), sky130_fd_sc_hd__nand3b_4 (3.6%), sky130_fd_sc_hd__nand2b_1 (3.3%), sky130_fd_sc_hd__nor3b_1 (2.7%).
- The mean routed wirelength per cell is 7.81 microns.
- For reference, the clock transition at the flip-flops on the worst setup and hold paths is roughly 0.03 ns.
- Compared with the post-synthesis result, the final layout area differs by 39.1%.
- Yosys reports that the most numerous cell types are sky130_fd_sc_hd__edfxtp_1 (10), sky130_fd_sc_hd__and4_1 (3), sky130_fd_sc_hd__inv_1 (3), sky130_fd_sc_hd__nand2b_1 (3), sky130_fd_sc_hd__nor2_1 (3).
- The post-layout worst setup margin is -0.115 ns.
- The aggregate routed wire length is between 1 and 1.5 mm.
- STA lists the endpoint of the worst register-to-register path as adderEnable.
- The first routing iteration left approximately 45 violations.
- STA classifies the critical path endpoint as a primary output.
- Summed over all failing endpoints, the final setup total negative slack is -0.215 ns.
- The worst hold path stage count is 1.
- The tally of nets with antenna violations remaining after routing is 0.
- The chip width is ~92 microns.
- The kind of cell adding the most delay to the critical path is flip-flops.
- The global-route wire length before repair is around 1.7 mm.
- The overall die area is 0.00846 sq mm.
- The pre-antenna-repair detailed-routing pass consisted of 4 iterations.
- The kind of critical path is register to primary output.
- The detailed route wirelength on metal2 is about 470 microns.
- For this design the top-level I/O count stands at 6.
- The worst register-to-register path depth is 3.
- The final report lists the setup-violating endpoint count as 2.
- The delay contributed by the slowest stage of the critical path is 0.35 ns.
- In this run the top signal layer used is met3.
- The worst hold endpoint is TempPassword[4].
- TritonCTS built the clock tree.
- Per the detail_route report, DRC violations left total 0.
- The synthesized netlist was found by Yosys to have 47 cells.
- Yosys reported a register bit count of 10.
- The standard cell with the maximum stage delay on the critical path is sky130_fd_sc_hd__edfxtp_1.
- The final timing report lists a hold violation count of 0.
- The share of the yosys chip area belonging to registers is 53.3%.
- The static leakage is 0.311 nW.
- In the floorplan report the effective utilization is between 10 and 15%.
- The core area is 0.00507 sq mm.
- After synthesis, the netlist uses 28 different library cells.
- Clock tree synthesis found a total of 10 sinks.
- The cell with the most instances after synthesis is sky130_fd_sc_hd__edfxtp_1.
- The routed layout has roughly 450 vias.
- The chip area line of the yosys report is between 500 and 600 sq um.
- After synthesis, the share of flip-flops with an asynchronous set or reset is 0%.
- Per the hold report, the tightest min-delay path originates at state[1].
- The worst setup slack for register-to-register paths is 0.77 ns.
- Entering global routing, the biggest net connects 14 pins.
- Along the critical path, the tally of buffer and inverter instances is 1.
- The count of port buffers added during placement is 5.
- Routability-driven placement finished with a final weighted congestion of roughly 0.84.
- The cell area after synthesis is roughly 560 sq um.
- The number of filler instances in the final layout is 571.
- The count of mapped cells out of synthesis is ~47.
- The commonest register cell is sky130_fd_sc_hd__edfxtp_1.
- The count of max-cap constraint violations is 0.
- The startpoint of the lowest-slack register-to-register path is state[0].
- The residual overflow from global routing is 0.
- The final reports fail on negative setup slack.
- The routed wire length on met3 is 81 microns.
- Data on the critical path arrives at its endpoint at 1.87 ns.
- The share of Yosys cell area claimed by the top area cell type is between 50% and 60%.
- The count of antenna diodes in the layout is 0.
- Setup repair after global routing could not meet its margin everywhere.
- STA classifies the critical path startpoint as a register.
- The flow ran to the end, but the final reports show violations.
- Warnings reported by Yosys during synthesis add up to 1.
- The fraction of final layout cells with drive strength greater than 1 is between 20 and 30%.
- The maximum clock insertion buffer count is 2.
- The count of pins over their slew limit is 0.
- The latest clock arrival within the worst-skew pair is 0.30 ns.
- The normalized max-slew margin is 73.9%.
- The critical path maximum fanout is 1.
- The total clock buffers created by CTS is 3.
- The HPWL after detailed placement is 791 microns.
- The post-synth tally of flip-flops with integrated enable is 10.
- Summing internal, switching and leakage power gives 0.000607 W.
- The routed length on met1 is 518 microns.
- The worst-case IR drop observed on VDD is 0.204 mV.
- The slew at the pin closest to its max-slew limit is 0.391 ns.
- The initialized floorplan defines 26 standard-cell rows.
[cell type report]
type	count	area (sq um)	area share (%)
Timing Repair Buffer	9	66.3	8.47
Inverter	3	11.3	1.44
Clock buffer	3	41.3	5.27
Tap cell	70	87.6	11.2
Multi-Input combinational cell	31	234	29.9
Sequential cell	10	300	38.3
Clock inverter	11	42.5	5.43
[power breakdown]
part,total [W],internal [W],switching (W)
combinational,0.0000834,0.0000419,0.0000415
sequential,0.000266,0.000236,0.0000295
clock,0.000259,0.000148,0.000111
total,0.000607,0.000426,0.000182
[metrics by stage]
stage / hold slack, ns / util (%) / cell area [sq um] / cells / setup slack, ns
2_1_floorplan: 0.640 / - / 563 / 47 / -0.0827
3_3_place_gp: 0.716 / 14.1 / 714 / 124 / -0.704
3_5_place_dp: 0.726 / 14.1 / 714 / 124 / -0.724
4_1_cts: 0.723 / 15.2 / 772 / 137 / -0.128
5_1_grt: 0.751 / 15.4 / 783 / 137 / -0.164
6_report: 0.731 / 15.4 / 783 / 137 / -0.115
[routing by layer]
layer  up-vias  GRT usage, %
li1        224             -
met1       209          3.04
met2        13          3.29
met3         0          1.81
met4         0          1.03
met5         -             0
[worst max-delay path by stage]
stage / start / end / depth (start not counted)
6_report: adderDisable / adderDisable / 1
4_1_cts: adderDisable / adderDisable / 1
5_1_grt: adderDisable / adderDisable / 1
[kinds of logic (layout without fill, tap and decap cells)]
logic type	after synthesis	count (layout)	synth area share [%]
and+or+nand+nor	23	23	29.6
DFF	10	10	53.3
AOI/OAI and AO/OA	8	8	11.6
buffers and inverters	6	26	5.55
[state kept, by name (all words and copies together), names as in the netlist]
register	count
TempPassword	5
adderDisable	1
adderEnable	1
state	3
[what timing repair did]
action,CTS,global route
endpoints found under the setup margin,18,4
gates cloned,0,0
pin swaps,1,1
hold buffers,0,0
buffers inserted,0,0
hold endpoints to repair,0,0
gates resized,19,3
[cells in the final DEF (no fill, tap or decap), types with 2 or more instances in the layout]
| master | instances |
|---|---|
| sky130_fd_sc_hd__inv_1 | 12 |
| sky130_fd_sc_hd__edfxtp_1 | 10 |
| sky130_fd_sc_hd__buf_4 | 6 |
| sky130_fd_sc_hd__nor2_1 | 3 |
| sky130_fd_sc_hd__nand2b_1 | 3 |
| sky130_fd_sc_hd__and4_1 | 3 |
| sky130_fd_sc_hd__clkbuf_8 | 3 |
| sky130_fd_sc_hd__and3_1 | 2 |
| sky130_fd_sc_hd__nor3b_1 | 2 |
| sky130_fd_sc_hd__buf_2 | 2 |
Power and IR drop assume default switching activity.
